`/design/flow/config.mk`:
```
export PLATFORM = sky130hd
export DESIGN_NAME = OutputDataPipeline
export DESIGN_NICKNAME = OutputDataPipeline
export VERILOG_FILES = /design/flow/design.v
export SDC_FILE = /design/flow/constraint.sdc
export NUM_CORES = 4
export LEC_CHECK = 1
export CORE_UTILIZATION = 40
```
`/design/flow/constraint.sdc`:
```
current_design OutputDataPipeline

set clk_period 1.0
set clk_io_pct 0.2

create_clock -name clk0 -period $clk_period [get_ports {clk}]

set non_clock_inputs [all_inputs -no_clocks]
set_input_delay [expr $clk_period * $clk_io_pct] -clock clk0 $non_clock_inputs
set_output_delay [expr $clk_period * $clk_io_pct] -clock clk0 [all_outputs]
```
`/design/flow/design.v`:
```
module OutputDataPipeline   
    #(  parameter DataWidth = 32,
        parameter Stages = 5)
    (clk, aclr, DataIn, DataOut);
    input clk, aclr;
    input [DataWidth-1:0] DataIn;
    output [DataWidth-1:0] DataOut;
	reg [DataWidth-1:0] DataRegs [0:Stages-1];
	integer index;
	always@(posedge clk, posedge aclr) begin
		if(aclr) begin
			for(index = 0; index < Stages; index = index + 1) begin: clearRegs
				DataRegs[index] <= 0;
			end
		end
		else begin
            DataRegs[0] <= DataIn;
			for(index = 0; index < Stages - 1; index = index + 1) begin: Tranmit
				DataRegs[index+1] <= DataRegs[index];
			end		
		end
	end
	assign DataOut = DataRegs[Stages-1];
endmodule
```
`/design/flow/run.sh`:
```
#!/bin/bash
# OpenROAD 26Q1-2900-gdf79404cd8, Yosys 0.63+post, stock flow scripts
make -C /OpenROAD-flow-scripts/flow DESIGN_CONFIG=/design/flow/config.mk WORK_HOME=/design/flow/orfs finish
```
==> qor.yml <==
outcome:
  status: "finished with violations"
  violations: "negative setup slack"
layout:
  area_growth_pct: 35.4
  final_area_um2: 5430
  drive_gt1_share_pct: 28.1
  top_regs: "DataRegs (160)"
  largest_reg_flops: 160
  logic_area_um2: 0
  instances_no_fill: 403
  regMostFlops: "DataRegs"
  fill_cells: 765
  comb_cells: 0
placed_design:
  dpl_worst_slack_ns: 0.00525
  io_buffers: 65
  gp_congestion: 0.626
  dpl_cell_area_um2: 5020
  hpwlAfterDp_mm: 2.65
  placed_cells: 371
clock_tree:
  clock_path_buffers: 2
  cts_root_buf: "clkbuf_8"
  clkTransAtPathRegs_ns: 0.07
  clk_latency_ns: 0.50
  numCtsBuffers: 17
  htreeDepth: 4
  clock-sinks: 160
  cts_tree: "built"
setup_path:
  cp_cell_sequence: "buf_2"
  required_ns: 0.80
  crit_buf_inv: 1
  cpMaxStageDelayCell: "dfrtp_1"
  rr_worst_depth: 0
  path_class: "flop to primary output"
  startpoint_type: "flop"
  regToRegSetupSlack_ns: 0.50
  cp-end-kind: "primary output"
  slowest_delay_ns: 0.39
  cp_data_arrival_time_ns: 1.01
  path_delay_family: "flip-flops"
  reg2reg_to: "DataRegs[4][27]"
  critPathMaxFanout: 1
  r2r-start: "DataRegs[3][27]"
logic_synthesis:
  edf_count: 0
  ys_seq_share_pct: 99.9
  syn_avg_cell_area_um2: 24.9
  yosys_warnings: 2
  synth_cell_types: 2
  numSynthFlops: 160
  synth_top_cell_by_count: "dfrtp_1"
  yosysTopAreaCell: "dfrtp_1"
  syn_inst: 161
  ys_cells: 161
  synthesis.area_um2: 4010
  yosysTopAreaCellShare_pct: 99.9
  top_cells_by_count: "dfrtp_1, inv_1"
  yosys_most_used_dff: "dfrtp_1"
  ys_top_cells_by_area: "dfrtp_1, inv_1"
  ys_async_sr_fraction_pct: 100
  ys_area_um2: 4010
drt:
  wirelength_mm: 4.45
  num_antenna_cells: 0
  routed_via_density: 3.80
  drt_iter0_markers: 9
  first_pass_iters: 4
  num_vias: 1533
  drc: 0
  wire_per_inst_um: 11.0
  ant_nets: 0
floorplan:
  initial_core_util_pct: 41.2
  die_x_um: 102
  rows: 36
  dieHeight_um: 102
  dieArea_um2: 10400
  core_um2: 9730
  ios: 66
sta:
  fin_worst_skew_ns: 0.00951
  final-setup-viol-count: 32
  layout_setup_ws_ns: -0.205
  max_freq_ghz: 0.830
  period_used_pct: 121
  slew_viol_final: 0
  tightest_slew_ns: 0.273
  relSlewSlack_pct: 81.8
  period_needed_ns: 1.21
  grt_setup_unrepaired: "true"
  finalHoldViolations: 0
global_route:
  grt_usage_pct: 10.1
  grt.overflow.total: 0
  first_global_vias: 1578
  grt_start_max_net_pins: 29
  antenna_found_initial: 0
  grt_pass1_wl_mm: 7.50
power:
  power_uw: 13200
  power_leakage_uw: 0.00248
  vdd_ir_drop_max_mv: 1.61
  cellPowerDensity_nw_per_um2: 2430
job:
  cap_violations: 0
  log.warning_count: 28
min_path:
  holdCritPathClass: "input port to asynchronous set/reset pin"
kinds of logic after synthesis:
| logic type | synth area share (%) |
|---|---|
| flops | 99.9 |
| buf+inv | 0.0936 |
worst max path at each step:
stage | from | to | slack (ns) | depth (start not counted)
CTS | DataRegs[4][27] | DataOut[27] | -0.24 | 1
global route | DataRegs[4][27] | DataOut[27] | -0.26 | 1
finish | DataRegs[4][27] | DataOut[27] | -0.21 | 1
final cells by class:
type | count | area (µm²) | share of cell area [%]
timing repair buffer | 77 | 681 | 12.5
sequential | 160 | 4000 | 73.8
clock inverter | 14 | 149 | 2.74
clock buffer | 18 | 418 | 7.70
inverter | 1 | 7.51 | 0.138
tap | 133 | 166 | 3.07
report_power, final:
group          switching (µW)  internal (µW)
Combinational             153            226
Sequential               74.9           6800
Clock                    2540           3390
Total                    2770          10400
placed cells by master, fill, tap and decap left out, drive strengths merged:
cell	instances
buf	44
bufinv	1
clkbuf	18
clkdlybuf4s50	33
clkinv	4
clkinvlp	4
dfrtp	160
inv	6
what timing repair did:
item	4_1_cts	5_1_grt
hold buffers	0	0
resized	97	0
buffers inserted	0	0
setup endpoints to repair	32	32
gates cloned	0	0
per-stage QoR:
step           util [%]  TNS (ns)  hold slack [ns]
2_1_floorplan         -   -196.62            0.231
3_3_place_gp       51.6         0            0.331
3_5_place_dp       51.6         0            0.335
4_1_cts            55.8     -6.23           0.0614
5_1_grt            55.8     -7.27           0.0646
6_report           55.8     -5.18           0.0804
layer usage:
| layer | part of all wire [%] | wire length [µm] | global-route usage (%) | vias up |
|---|---|---|---|---|
| li1 | - | - | - | 691 |
| met1 | 44 | 1950 | 16.9 | 788 |
| met4 | 2.2 | 100 | 2.31 | 0 |
| met5 | 0 | 0 | 0 | - |
| met2 | 48 | 2140 | 13.7 | 44 |
| met3 | 5.9 | 262 | 3.82 | 10 |
Power is estimated from default activity; no workload was simulated.
